==> flow/design.v <==
module Clock_Divisor(clk, rst, timedClk);
  input clk, rst;
  output reg timedClk;
  reg [31:0] counter;
  always_ff @(posedge clk) 
    begin
      if (rst) 
        begin
          counter <= 32'd59; 
          timedClk <= 1'd0;
        end 
      else 
        begin
          counter--; 
          if (counter == 32'd5) 
            begin
              timedClk <= 1'd1;
              counter <= 32'd0;
            end 
          else 
            begin
              timedClk <= 1'd0;
            end
        end
    end
endmodule
==> flow/run.sh <==
#!/bin/bash
# OpenROAD 26Q1-2900-gdf79404cd8, Yosys 0.63+post, stock flow scripts
make -C /OpenROAD-flow-scripts/flow DESIGN_CONFIG=/design/flow/config.mk WORK_HOME=/design/flow/orfs finish
==> flow/config.mk <==
export PLATFORM = sky130hd
export DESIGN_NAME = Clock_Divisor
export DESIGN_NICKNAME = Clock_Divisor
export VERILOG_FILES = /design/flow/design.v
export SDC_FILE = /design/flow/constraint.sdc
export NUM_CORES = 4
export LEC_CHECK = 1
export CORE_UTILIZATION = 30
==> flow/constraint.sdc <==
current_design Clock_Divisor

set clk_period 6.4
set clk_io_pct 0.2

create_clock -name clk0 -period $clk_period [get_ports {clk}]

set non_clock_inputs [all_inputs -no_clocks]
set_input_delay [expr $clk_period * $clk_io_pct] -clock clk0 $non_clock_inputs
set_output_delay [expr $clk_period * $clk_io_pct] -clock clk0 [all_outputs]
==> results.sh <==
# implementation run metrics
export IMPL_cts_tree="built"
export IMPL_swShare=0.2189
export IMPL_edf_count=0
export IMPL_setup_tns_ns=0
export IMPL_syn_avg_cell_area_um2=8.573
export IMPL_slowest_stage="or3b_2"
export IMPL_ys_warnings_count=1
export IMPL_die_w_um=78.17
export IMPL_grt_pass1_vias=1270
export IMPL_cts_sinks=33
export IMPL_postSynthSeqShare=0.3796
export IMPL_layout_top_cells="nor2_1 (39), dfxtp_1 (33), xnor2_1 (16), nand2_1 (12), nor3_1 (12)"
export IMPL_arrival_ns=2.63
export IMPL_wl_per_cell_um=12.59
export IMPL_synth_distinct_cells=47
export IMPL_num_rows=27
export IMPL_dpl_cell_count=272
export IMPL_clk_latency_ns=0.28
export IMPL_vias_per_cell=5.057
export IMPL_power_density_nw_per_um2=205.4
export IMPL_grt_use_total=0.1257
export IMPL_peakVddDrop_mv=0.1234
export IMPL_vias=1416
export IMPL_worstSetupStartpoint="counter[0]"
export IMPL_ys_flops=33
export IMPL_dr_pass1_iters=4
export IMPL_r2r_start="counter[0]"
export IMPL_antenna_cells=0
export IMPL_drive_above_1_share=0.09615
export IMPL_flop_cell="dfxtp_1"
export IMPL_grt_overflow=0
export IMPL_finalHoldViolations=0
export IMPL_crit_required_ns=6.56
export IMPL_slowest_delay_ns=0.49
export IMPL_remaining_drc_errors=0
export IMPL_syn_inst=203
export IMPL_setup_viol=0
export IMPL_yosysChipArea_um2=1740
export IMPL_port_buffers=2
export IMPL_dieArea_um2=6110
export IMPL_antenna_found_initial=0
export IMPL_critical_path_endpoint_type="flop"
export IMPL_maxCapViolations=0
export IMPL_p_switching_uw=87.05
export IMPL_dp_hpwl_um=2488
export IMPL_p_seq_frac=0.529
export IMPL_p_leak_nw=0.6949
export IMPL_num_io_pins=3
export IMPL_cp_max_fo=7
export IMPL_post_dp_cell_area_um2=1834
export IMPL_max_freq_mhz=405.4
export IMPL_cts_max_path_buffers=2
export IMPL_synthToLayoutAreaGrowth_pct=11.22
export IMPL_cts_clk_slew_worst_paths_ns=0.07
export IMPL_gp_congestion=0.8137
export IMPL_p_int_uw=310.5
export IMPL_cts_hold_buf=0
export IMPL_post_cts_setup_buffers=0
export IMPL_maxSlewHeadroom=0.5770
export IMPL_path_class="flop to flop"
export IMPL_antenna_left=0
export IMPL_ys_cells=203
export IMPL_grt_pass1_wl_um=6085
export IMPL_drt_iter0_markers=45
export IMPL_synthArstFlopShare=0
export IMPL_drv_slew=0
export IMPL_warnings=26
export IMPL_cts_inserted_buffers=5
export IMPL_path_cells="inv_1 > ha_1 > or3b_2 > nor2_2 > nand4_1 > xor2_1 > and3_1 > a32oi_1"
export IMPL_clock_power_share=0.433
export IMPL_grt_max_degree=29
export IMPL_worst_slew_pin_slew_ns=0.6184
export IMPL_ctsResizeCount=0
export IMPL_critPathLaunchType="flop"
export IMPL_finalClockPeriodUsage=0.3854
export IMPL_period_needed_ns=2.467
export IMPL_status="completed"
export IMPL_pwr_share_comb=0.038
export IMPL_hold_path_class="flop to flop"
export IMPL_initCoreUtil=0.3141
export IMPL_rsz0062_at_grt="false"
export IMPL_dieHeight_um=78.17
export IMPL_min_from="counter[23]"
export IMPL_htree_levels=2
export IMPL_synth_area_um2=1740
export IMPL_finClkSkew_ns=0.003234
export IMPL_cts_root_buf="clkbuf_8"
export IMPL_wl_um=3525
export IMPL_layout_cells_non_filler=280
export IMPL_design_core_area_um2=5540
export IMPL_final_common_cell="nor2_1"
export IMPL_fin_area_um2=1936
worst paths after layout:
check / to / slack (ns) / depth (start not counted)
setup reg to reg: counter[0] / 3.93 / 8
hold / removal: counter[23] / 0.52 / 2
hold reg to reg: counter[23] / 0.52 / 2
setup / recovery: counter[0] / 3.93 / 8
stage by stage:
step / total power [mW] / hold WS (ns) / util / worst slack, ns
2_1_floorplan: 0.2261 / 0.4729 / - / 4.291
3_3_place_gp: 0.2299 / 0.4988 / 0.3311 / 3.759
3_5_place_dp: 0.2301 / 0.5056 / 0.3311 / 3.741
4_1_cts: 0.4028 / 0.5169 / 0.3494 / 3.957
5_1_grt: 0.4156 / 0.5389 / 0.3494 / 3.734
6_report: 0.3976 / 0.5168 / 0.3494 / 3.933
cells in the mapped netlist, types with 3 or more instances:
master    count  share of area
xnor2_1      16          0.081
nor3_1       12          0.035
xor2_1        9          0.045
nand2b_1      4          0.014
dfxtp_1      33           0.38
a21oi_1       3         0.0086
nor2_1       39          0.084
nand3b_1      3          0.013
clkbuf_1      4         0.0086
or4_1         5          0.022
nand3_1       5          0.014
nand4_1       4          0.014
nand2_1      12          0.026
nor4_1        8          0.029
and3_1        3          0.011
inv_1         4         0.0086
sequential cells by signal, summed over array words and instances, names as in the netlist:
signal    flops
counter      32
timedClk      1
logic make-up (layout without fill, tap and decap cells):
family / count (synthesis) / after routing / synth area share
compound gates: 19 / 19 / 0.08484
xor+xnor: 25 / 25 / 0.1258
fa+ha+maj: 2 / 2 / 0.01438
buf+inv: 10 / 15 / 0.02228
flops: 33 / 33 / 0.3796
mux: 1 / 1 / 0.006470
simple gates: 113 / 113 / 0.3666
power groups by stage:
stage                 logic [mW]  registers (mW)  clock network [mW]
after global routing      0.0170           0.211               0.188
after CTS                 0.0152           0.210               0.177
final                     0.0151           0.210               0.172
final cells by class:
class | instances | area (um2)
clock buffer | 7 | 96.34
clock inverter | 1 | 5.005
fill | 586 | 3605
inverter | 4 | 15.01
multi-input combinational | 160 | 1041
sequential | 33 | 660.6
tap | 72 | 90.09
timing repair buffer | 3 | 27.53
worst max-delay path: cells and delay by family (launching register included):
kind,cells,cell delay (ns)
DFF,1,0.34
AOI/OAI and AO/OA,1,0.10
buffers and inverters,1,0.09
xor gates and xnor gates,1,0.37
and+or+nand+nor,4,1.15
adders and majority gates,1,0.29
metal layers:
layer | up-vias | routed length (um) | track usage
met3 | 4 | 79 | 0.03188
met5 | - | 0 | 0
met2 | 15 | 1519 | 0.1772
met4 | 0 | 19 | 0.01667
li1 | 734 | - | -
met1 | 663 | 1907 | 0.1997
No activity file was given, so power comes from the tool's default toggle rates.
