## /design/flow/constraint.sdc

```tcl
current_design Display7Segmentos

set clk_period 1.2
set clk_io_pct 0.2

create_clock -name clk0 -period $clk_period

set non_clock_inputs [all_inputs -no_clocks]
set_input_delay [expr $clk_period * $clk_io_pct] -clock clk0 $non_clock_inputs
set_output_delay [expr $clk_period * $clk_io_pct] -clock clk0 [all_outputs]
```

## /design/flow/config.mk

```make
export PLATFORM = sky130hd
export DESIGN_NAME = Display7Segmentos
export DESIGN_NICKNAME = Display7Segmentos
export VERILOG_FILES = /design/flow/design.v
export SDC_FILE = /design/flow/constraint.sdc
export NUM_CORES = 4
export LEC_CHECK = 1
export CORE_AREA = 10 10 70 70
export DIE_AREA = 0 0 80 80
```

## /design/flow/run.sh

```bash
#!/bin/bash
# OpenROAD 26Q1-2900-gdf79404cd8, Yosys 0.63+post, stock flow scripts
make -C /OpenROAD-flow-scripts/flow DESIGN_CONFIG=/design/flow/config.mk WORK_HOME=/design/flow/orfs finish
```

## /design/flow/design.v

```verilog
module Display7Segmentos(
	input reg [3:0] value,
	output reg [6:0] segments
);
always_comb 
	begin 
		case (value) 
			4'b0000: segments = 7'b1000000;  
			4'b0001: segments = 7'b1111001;  
			4'b0010: segments = 7'b0100100;  
			4'b0011: segments = 7'b0110000;  
			4'b0100: segments = 7'b0011001;  
			4'b0101: segments = 7'b0010010;  
			4'b0110: segments = 7'b0000010;  
			4'b0111: segments = 7'b1110000;  
			4'b1000: segments = 7'b0000000;  
			4'b1001: segments = 7'b0010000;  
			default: segments = 7'b1111111;  
		endcase
	end
endmodule
```

==> impl_metrics.ini <==
; yosys + openroad results
[logic_synthesis]
ys_seq_share = 0
top_area_cell = ha_1
ys_cells = 31
yosysWarnings = 1
netlist_instances = 31
ys_area_um2 = 199
top_cell_area_share = 0.314
syn_area_per_cell_um2 = 6.42
synth_cell_types = 11
yosys-top-cells-area = ha_1 31%, o21ai_0 13%, buf_4 11%
netlist_area_um2 = 199

[run]
max_cap_violations = 0
tool_warnings = 38

[power_and_ir_drop]
p_total_uw = 146
p_leak_uw = 0.000197
powerDensity_nw_per_um2 = 295
peakVddDrop_uv = 43.0

[critical_path]
arrival_ns = 1.04
crit_path_end_kind = primary output
crit_family = buffers and inverters
worstSetupStartpointType = input port
cpPeakStageDelay_ns = 0.17
criticalPathCategory = input port to primary output
slowest_stage = nor3b_4
critPathBufInv = 4
crit_required_ns = 0.96
cp_max_fo = 4
crit_chain = buf_8 -> buf_6 -> ha_4 -> nor3b_4 -> buf_4 -> nor2_2 -> buf_2

[sta]
slew_viol_final = 0
timing.setup.tns_ns = -0.102
fmax_mhz = 782
worst_slack_ns = -0.0790
rsz0062_at_grt = yes
period_used_share = 1.07
min_period_ns = 1.28
tightest_slew_ns = 0.149
slew_headroom = 0.900
finalSetupViolCount = 2
finalHoldViolCount = 0

[global_routing]
grt_antenna_before_repair = 0
grt_max_degree = 10
grt_usage = 0.0215
grt_pass1_wl_mm = 1.19
grt_remaining_overflow = 0
grt_pass1_vias = 262

[clock_tree]
cts_hold_buf = 0

[routing]
n_antenna_cell = 0
drc = 0
vias = 278
antenna_left = 0
drt_iter0_markers = 3
routed_via_density = 2.96
dr.pass1.iters = 2
wire_per_inst_um = 8.59
drt-total-wl_um = 807

[finish]
syn2layout_area_growth_pct = 149
final_util = 0.145
clock_buffer_count = 0
drive_gt1_frac = 0.708
register_area_um2 = 0
flop-count = 0
final_area_um2 = 495

[place]
hpwlAfterDp_um = 526
io_buffers = 11
place_ws_ns = -0.860
dpl_cell_area_um2 = 389
gp_congestion = 0.693

[die]
die_w_um = 80
die_h_um = 80
pin_count = 11
rows = 21
chipArea_um2 = 6400
core-area_um2 = 3420
initCoreUtil = 0.0582

[min_path]
hold_class = input port to primary output

[run_status]
violations = negative setup slack
status = complete, but fails checks
-- metrics by stage --
step                      hold WS [ns]  std cells
after floorplan                  0.557         31
after global placement            1.56         91
after detailed placement          1.55         91
after CTS                        0.855         94
after global routing             0.880         94
final                            0.815         94
-- worst paths after layout --
kind	startpoint	endpoint	slack, ns	cells after the start
hold / removal	value[3]	segments[1]	0.82	4
setup / recovery	value[1]	segments[5]	-0.08	7
-- worst min-delay path: stages --
cell and delay (ns):
buf_6 0.09, nor2_1 0.05, nor2_2 0.09, buf_2 0.10
-- cell type report --
cell class         instances  area, um2
inverters                  2       10.0
multi-input cells         26        258
fillers                  391       2920
repair buffers            20        170
well taps                 46       57.6
-- synth_stat cells --
master / count
a21oi_1: 3
buf_4: 3
ha_1: 5
inv_1: 2
nand2_1: 2
nand2b_1: 3
nor2_1: 4
nor3b_1: 1
o21ai_0: 5
o21ai_1: 2
or2b_1: 1
-- layer usage --
layer | GRT usage | routed length [um]
met1 | 0.0303 | 385
met2 | 0.0321 | 348
met3 | 0.00795 | 74
met4 | 0 | 0
met5 | 0 | 0
-- timing repair --
action                                  4_1_cts  5_1_grt
cloned                                        0        0
gates resized                                62       10
setup buffers                                 3        0
pin swaps                                     8        4
endpoints found under the setup margin        7        7
-- report_power, final --
part	leakage (uW)	switching (uW)	internal, uW
logic	0.000197	62.8	83.5
clock network	0	0	0
registers	0	0	0
-- cell families (layout without fill, tap and decap cells) --
family | Yosys count | after routing | synth area share
AND/OR/NAND/NOR | 11 | 11 | 0.283
buffers and inverters | 5 | 22 | 0.151
AND-OR/OR-AND | 10 | 10 | 0.252
adder cells (fa/ha/maj) | 5 | 5 | 0.314
-- layout by cell type, fill, tap and decap left out, types with 2 or more instances in the layout --
cell type  n
a21oi_2    2
buf_2      7
buf_4      5
buf_6      5
buf_8      2
ha_4       4
nand2_1    2
nand2b_1   2
nor2_1     2
nor2_2     2
o21ai_1    4
o21ai_2    2
Power is estimated from default activity; no workload was simulated.
